## ./design.v

```verilog
module mux1_4to1 (a, b, c, d, select, o);
  input a,b,c,d;
  input  [1:0] select;
  output reg o;
  always @(*)
  begin
    case (select)
      2'b00   : o = a;
      2'b01   : o = b;
      2'b10   : o = c;
      2'b11   : o = d;
    endcase
  end
endmodule
module mux8_16to1(a0,a1,a2,a3,a4,a5,a6,a7,a8,a9,a10,a11,a12,a13,a14,a15,select,o);
input[7:0] a0,a1,a2,a3,a4,a5,a6,a7,a8,a9,a10,a11,a12,a13,a14,a15;
input [3:0] select;
output[7:0] o;
wire[7:0] o1,o2,o3,o4;
mux8_4to1 m1(a0, a1, a2, a3, select[1:0], o1);
mux8_4to1 m2(a4, a5, a6, a7, select[1:0], o2);
mux8_4to1 m3(a8, a9, a10, a11, select[1:0], o3);
mux8_4to1 m4(a12, a13, a14, a15, select[1:0], o4);
mux8_4to1 m(o1, o2, o3, o4, select[3:2], o);
endmodule
module mux8_4to1(a0,a1,a2,a3,select,o);
input[7:0] a0,a1,a2,a3;
input [1:0] select;
output[7:0] o;
mux1_4to1 m1(a0[0], a1[0], a2[0], a3[0], select, o[0]);
mux1_4to1 m2(a0[1], a1[1], a2[1], a3[1], select, o[1]);
mux1_4to1 m3(a0[2], a1[2], a2[2], a3[2], select, o[2]);
mux1_4to1 m4(a0[3], a1[3], a2[3], a3[3], select, o[3]);
mux1_4to1 m5(a0[4], a1[4], a2[4], a3[4], select, o[4]);
mux1_4to1 m6(a0[5], a1[5], a2[5], a3[5], select, o[5]);
mux1_4to1 m7(a0[6], a1[6], a2[6], a3[6], select, o[6]);
mux1_4to1 m8(a0[7], a1[7], a2[7], a3[7], select, o[7]);
endmodule
```

## ./run.sh

```bash
#!/bin/bash
# OpenROAD 26Q1-2900-gdf79404cd8, Yosys 0.63+post, stock flow scripts
make -C /OpenROAD-flow-scripts/flow DESIGN_CONFIG=/design/flow/config.mk WORK_HOME=/design/flow/orfs finish
```

## ./config.mk

```make
export PLATFORM = sky130hd
export DESIGN_NAME = mux8_16to1
export DESIGN_NICKNAME = mux8_16to1
export VERILOG_FILES = /design/flow/design.v
export SDC_FILE = /design/flow/constraint.sdc
export NUM_CORES = 4
export LEC_CHECK = 1
export CORE_AREA = 10 10 84 84
export DIE_AREA = 0 0 94 94
```

## ./constraint.sdc

```tcl
current_design mux8_16to1

set clk_period 2.3
set clk_io_pct 0.2

create_clock -name clk0 -period $clk_period

set non_clock_inputs [all_inputs -no_clocks]
set_input_delay [expr $clk_period * $clk_io_pct] -clock clk0 $non_clock_inputs
set_output_delay [expr $clk_period * $clk_io_pct] -clock clk0 [all_outputs]
```

==> Changelog: implementation <==
### Metrics

* Status: complete, no violations
* ANT cells at 0
* Clk pwr share at 0%
* Max VDD drop at 0.0790 mV
* MaxCap Viol Count at 0
* Mapped Cells at 79
* Most frequent logic cell in the layout: clkdlybuf4s50_1
* Fill count at 454
* Initial antenna violation count at 0
* P_sw at 121 uW
* Layout area overhead at 143%
* Seq share, synth at 0%
* Largest net degree at the start of global routing at 22
* Initial DRC count at 47
* Chip Width at 94 microns
* Placed Cells at 281
* CTS Hold Bufs at 0
* Syn avg cell area at 13.9 sq um
* Tmin final at 2280 ps
* Post-route cell area at 2670 sq um
* WHS Path Cells at 5
* Largest stage delay on the critical path at 480 ps
* Worst slew margin at 76.4%
* Leak pwr at 0.00103 uW
* Post-Place Cell Area at 2540 sq um
* Setup TNS at 0 ps
* Min-Delay Path Class: input pin to primary output
* Worst Setup Start Kind: input pin
* WL/cell at 19.7 microns
* Maximum clock rate at 438 MHz
* Final slew viol count at 0
* Die H at 94 microns
* Post-route insts no fill at 285
* Share of cells above drive strength 1 at 30.7%
* Most common logic cells in the final layout: clkdlybuf4s50_1 (119), mux4_2 (29), a22oi_2 (16)
* I/O pin total at 140
* Yosys synthesis chip area at 1100 sq um
* P_int at 350 uW
* CP arrival at 1820 ps
* Remaining DRCs at 0
* Yosys cell count at 79
* Global-route wire length before repair at 8.50 mm
* Registers at 0
* Cell row count at 26
* Sw frac at 25.7%
* OpenROAD warning count at 33
* Setup Crit Path Kind: input pin to primary output
* Vias in the first global route at 1619
* HPWL Detailed at 4.81 mm
* GRT Util Overall at 12.2%
* Slew @ Worst Pin at 353 ps
* Final hold vios at 0
* Worst Path Required at 1840 ps
* Chip area at 8840 sq um
* Final worst-path cycle share at 99.3%
* Overall power at 472 uW
* YS warnings at 1
* Gpl congestion at 0.763
* Core Util, Final at 51.2%
* Grt total ovfl at 0
* Worst-path cell chain: clkdlybuf4s50_1 > mux4_2 > a22oi_2 > nand2_1 > dlygate4sd2_1
* CP max stage cell: mux4_2
* DR vias at 1349
* Combinational group share of total power at 100.0%
* WL final at 5.61 mm
* DRT Pass-1 Iters at 4
* Cell variety after synth at 13
* Flop pwr share at 0%
* IO Port Bufs at 140
* Setup Viol. Count Final at 0
* Clock Buffer Count at 0
* RSZ-0062 raised after global routing: yes
* Core Util at FP at 21.1%
* Drt via density at 4.73
* Core area at 5200 sq um
* Crit Path Max Fanout at 1
* PD cells at 177 nW/um^2
* Storage cell area at 0 sq um
* Mapped Area at 1100 sq um
* Antenna-violating nets left at 0
* CP Capture Type: primary output
==> power by group through the flow <==
stage                 logic [uW]  registers [uW]  clock network (uW)
after CTS                    475               0                   0
after global routing         503               0                   0
final                        472               0                   0
==> worst max-delay path: cells and delay by family <==
kind | cells | cell delay (ps)
buf+inv | 2 | 650
mux | 1 | 480
compound gates | 1 | 170
simple gates | 1 | 70
==> synth_stat cells, drive strengths merged <==
cell,count,area [sq um]
buf,15,116
a22oi,16,120
and2b,1,7.51
nand2,8,30.0
nor2b,1,6.26
mux4,32,773
nor2,1,3.75
clkdlybuf4s25,3,30.0
and2,1,6.26
clkbuf,1,3.75
==> kinds of logic after synthesis <==
family                 share of synthesized area (%)
muxes                                           70.5
and+or+nand+nor                                 4.90
buffers and inverters                           13.7
AOI/OAI and AO/OA                               10.9
==> repair_timing <==
| item | CTS | global route |
|---|---|---|
| cloned | 1 | 0 |
| setup buffers | 3 | 0 |
| pin swaps | 18 | 10 |
| endpoints found under the setup margin | 8 | 8 |
| gates resized | 45 | 19 |
==> metrics by stage <==
stage	hold slack, ps	setup WS (ps)
6_report	1480	16.3
5_1_grt	1530	-26.1
4_1_cts	1700	0.671
3_5_place_dp	2010	-456
3_3_place_gp	2000	-451
2_1_floorplan	1300	236
==> worst paths after layout <==
check,startpoint,end,slack [ps]
max,a7[6],o[6],20
min,a1[3],o[3],1480
==> routing by layer <==
| layer | part of all wire [%] | track usage (%) | vias up | wire length (microns) |
|---|---|---|---|---|
| met2 | 52 | 21.6 | 87 | 2900 |
| met3 | 11 | 4.85 | 2 | 617 |
| met4 | 0.48 | 0.506 | 0 | 27 |
| li1 | - | - | 622 | - |
| met5 | 0 | 0 | - | 0 |
| met1 | 37 | 14.4 | 638 | 2070 |
==> layout make-up <==
type / instances / area (sq um) / share of cell area, %
Timing Repair Buffer: 155 / 1580 / 59.2
Tap cell: 70 / 87.6 / 3.29
Multi-Input combinational cell: 60 / 998 / 37.5
No activity file was given, so power comes from the tool's default toggle rates.
