**flow/design.v**
```verilog
`timescale 1ns / 1ps
module Correlation #(parameter N=8)(input [N-1:0] target_num, first_num, second_num,
												input clk, input reset, output reg [9:0] out_cr=0, output reg [1:0] correct_guess);
	integer first_cnt, second_cnt, cnt;
	reg [2:0] counter=0;
	always @(posedge clk,posedge reset) begin
		if(reset==1)
		begin
			out_cr=10'b000000000;
			correct_guess=2'b00;
			counter=0;
		end
		else
		begin
		if(first_num==target_num)
			correct_guess=2'b01;
		if(second_num==target_num)
			correct_guess=2'b10;
		if(first_num==target_num && second_num==target_num)
			correct_guess=2'b11;
		if(first_num!=target_num && second_num!=target_num)
			correct_guess=2'b00;
		cnt=0;
		first_cnt=corrFunc(target_num, first_num, cnt);
		cnt=0;
		second_cnt=corrFunc(target_num, second_num, cnt);
		if(first_cnt>second_cnt)
		begin
			if(counter==0)
				out_cr=10'b0000000001;
			else
				out_cr=(out_cr<<2)+ 10'b0000000001;
		end
		else if(first_cnt<second_cnt)
		begin
			if(counter==0)
				out_cr=10'b0000000010;
			else
				out_cr=(out_cr<<2)+ 10'b0000000010;
		end
		else if(first_cnt==second_cnt)
		begin
			if(counter==0)
				out_cr=10'b0000000011;
			else
				out_cr=(out_cr<<2)+ 10'b0000000011;
		end
		counter=counter+1;
		counter=counter%5;
		end
	end
	function [31:0] corrFunc;
		input [N-1:0] target_num,	num;
		input [31:0] cnt;
		integer i;
		begin
			for(i=0;i<N;i=i+1)
				if(target_num[i]==num[i])
					cnt=cnt+1;
			corrFunc=cnt;
		end
	endfunction
endmodule
`timescale 1ns / 1ps
module Decision(input [1:0] correct_guess, out_wr, input clk,
					 output reg [1:0] result);
	always @(posedge clk) begin
		if(correct_guess==00)
			result<=out_wr;
		else
			result<=correct_guess;
	end
endmodule
`timescale 1ns / 1ps
module Frequency_division(input clk, reset,
								  output reg newClk=0);
	reg [2:0] cnt=0;
	always @(posedge clk, posedge reset) begin
		if(reset==1)
		begin
			cnt=0;
			newClk<=0;
		end
		else
		begin
		if(cnt==0)
			if(newClk==1)
				newClk<=0;
			else if(newClk==0)
				newClk<=1;
		cnt=cnt+1;
		cnt=cnt%5;
		end
	end
endmodule
`timescale 1ns / 1ps
module Winner(input newClk, input [9:0] out_cr,
				  output reg [1:0] out_wr);
	reg [1:0] temp;
	reg [1:0] prev_wr1=2'b00;
	reg [1:0] prev_wr2=2'b00;
	integer first_cnt=0, second_cnt=0, i;
	always @(newClk) begin 
		first_cnt=0;
		second_cnt=0;
		if(out_cr==10'b0000000000)
		begin
			out_wr<=2'b00;
			prev_wr1=2'b00;
			prev_wr2=2'b00;
		end
		else
		begin
		temp=out_cr[1:0];
		if(temp==2'b01)
			first_cnt=first_cnt+1;
		else if(temp==2'b10)
			second_cnt=second_cnt+1;
		else if(temp==2'b11)
		begin
			first_cnt=first_cnt+1;
			second_cnt=second_cnt+1;
		end
		temp=out_cr[3:2];
		if(temp==2'b01)
			first_cnt=first_cnt+1;
		else if(temp==2'b10)
			second_cnt=second_cnt+1;
		else if(temp==2'b11)
		begin
			first_cnt=first_cnt+1;
			second_cnt=second_cnt+1;
		end
		temp=out_cr[5:4];
		if(temp==2'b01)
			first_cnt=first_cnt+1;
		else if(temp==2'b10)
			second_cnt=second_cnt+1;
		else if(temp==2'b11)
		begin
			first_cnt=first_cnt+1;
			second_cnt=second_cnt+1;
		end
		temp=out_cr[7:6];
		if(temp==2'b01)
			first_cnt=first_cnt+1;
		else if(temp==2'b10)
			second_cnt=second_cnt+1;
		else if(temp==2'b11)
		begin
			first_cnt=first_cnt+1;
			second_cnt=second_cnt+1;
		end
		temp=out_cr[9:8];
		if(temp==2'b01)
			first_cnt=first_cnt+1;
		else if(temp==2'b10)
			second_cnt=second_cnt+1;
		else if(temp==2'b11)
		begin
			first_cnt=first_cnt+1;
			second_cnt=second_cnt+1;
		end
		if(first_cnt>second_cnt)
			prev_wr2=2'b01;
		else if(first_cnt<second_cnt)
			prev_wr2=2'b10;
		else if(first_cnt==second_cnt && first_cnt!=0)
			prev_wr2=2'b11;
		else
			prev_wr2=2'b00;
		out_wr<=prev_wr1;
		prev_wr1=prev_wr2;
		end
	end
endmodule
`timescale 1ns / 1ps
module Top_module #(parameter N=8)(input [N-1:0] target_num, first_num, second_num,
				input clk, input reset, output [1:0] result, output [1:0] out_wr, output [1:0] correct_guess, output newClk);
	Correlation #(4) uut1 (
		.target_num(target_num), 
		.first_num(first_num), 
		.second_num(second_num), 
		.clk(clk),
		.reset(reset),
		.out_cr(out_cr), 
		.correct_guess(correct_guess)
	);
	Frequency_division uut2 (
		.clk(clk), 
		.reset(reset), 
		.newClk(newClk)
	);
	Winner uut3 (
		.out_cr(out_cr), 
		.newClk(newClk),
		.out_wr(out_wr)
	);
	Decision uut4 (
		.correct_guess(correct_guess), 
		.out_wr(out_wr), 
		.clk(clk), 
		.result(result)
	);
endmodule
```
**flow/run.sh**
```bash
#!/bin/bash
# OpenROAD 26Q1-2900-gdf79404cd8, Yosys 0.63+post, stock flow scripts
make -C /OpenROAD-flow-scripts/flow DESIGN_CONFIG=/design/flow/config.mk WORK_HOME=/design/flow/orfs finish
```
**flow/config.mk**
```make
export PLATFORM = sky130hd
export DESIGN_NAME = Top_module
export DESIGN_NICKNAME = Top_module
export VERILOG_FILES = /design/flow/design.v
export SDC_FILE = /design/flow/constraint.sdc
export NUM_CORES = 4
export LEC_CHECK = 1
export CORE_AREA = 10 10 82 82
export DIE_AREA = 0 0 92 92
```
**flow/constraint.sdc**
```tcl
current_design Top_module

set clk_period 1.7
set clk_io_pct 0.2

create_clock -name clk0 -period $clk_period [get_ports {clk}]

set non_clock_inputs [all_inputs -no_clocks]
set_input_delay [expr $clk_period * $clk_io_pct] -clock clk0 $non_clock_inputs
set_output_delay [expr $clk_period * $clk_io_pct] -clock clk0 [all_outputs]
```
==> impl_metrics.yaml <==
# yosys + openroad results
outcome:
  status: "complete, but fails checks"
  violations: "setup timing"
clock_tree:
  cts_tree: "done"
  clockBufferDepth: 2
  clock_latency_ns: 0.23
  numClockSinks: 9
  cts-buffers-inserted: 3
  clockRootBuffer: "clkbuf_8"
  clk_pin_slew_ns: 0.04
  htree_levels: 1
timing:
  final-setup-viol-count: 2
  rsz0062_at_grt: "true"
  setup_slack_ns: -0.457
  holdWs_ns: 0.344
  finalMaxSlewViolations: 0
  layout_min_cycle_time_ns: 2.16
  skew_ns: 0.00177
  fin_crit_sh: 1.27
  final-hold-violation-count: 0
  max_freq_mhz: 464
grt:
  grt_start_max_net_pins: 8
  grt_antenna_before_repair: 0
  grt_pass1_wl_mm: 2.94
  globalRouteTotalUtil: 0.0396
  grt_overflow: 0
  grt_pass1_vias: 726
floorplan:
  die_x_um: 92
  ios: 33
  die_h_um: 92
  coreArea_um2: 5070
  initCoreUtil: 0.160
  dieArea_um2: 8460
  rows: 26
synth:
  netlist_area_um2: 813
  async_flop_share: 0.778
  logic_family: "adder cells"
  synthMostInstantiatedCell: "ha_1"
  top_area_cell: "ha_1"
  synth-seq-cells: 9
  yosys_area_um2: 813
  edf_count: 0
  ff_type: "dfrtp_1"
  synth-xor-area-share: 0.215
  adder_share: 0.231
  synthCells: 90
  synth_warnings: 10
  synth_cell_types: 23
  topCellsByArea: "ha_1 (23%), dfrtp_1 (22%), xnor2_1 (14%)"
  synthTopCellsByCount: "ha_1 (15), xnor2_1 (13), inv_1 (11)"
  yosysCellCount: 90
  top_area_frac: 0.231
  synthAoiAreaFrac: 0.0723
  muxShareOfSynthArea: 0.0262
  syn_avg_cell_area_um2: 9.04
  yosys.area_share.simple: 0.108
  ys_seq_frac: 0.265
layout:
  fillers: 546
  fin_cells: 204
  synthToLayoutAreaGrowth_pct: 75.1
  regArea_um2: 215
  postLayoutCellArea_um2: 1420
  combGateArea_um2: 682
  drive_gt1_frac: 0.418
routing:
  wl_per_cell_um: 8.08
  drc: 0
  drt-total-wl_mm: 1.65
  vias: 698
  viasPerCell: 3.42
  first_pass_iters: 4
  ant_nets: 0
  antenna_cells: 0
  dr.first_iter.drc_count: 5
place:
  port_buffers: 19
  dpl.hpwl_mm: 1.38
  gp_congestion: 0.787
  dp_cells: 196
  post_dp_cell_area_um2: 1230
critical_path:
  r2r_start: "uut2.cnt[0]$_DFF_PP0_"
  reg2reg_to: "uut2.cnt[1]$_DFF_PP0_"
  end_kind: "register"
  required_ns: 1.82
  r2r_slack_ns: 0.11
  startpoint_type: "input port"
  ff2ff_path_depth: 8
  crit_type: "in2reg"
  worstPathMaxFanout: 2
  crit_arrival_ns: 2.27
power:
  comb_power_share: 0.499
  leakage_nw: 0.690
  p_int_w: 0.000715
  p_clk_frac: 0.246
  p_per_area_nw_per_um2: 693
  ir_drop_mv: 0.377
  pwr-share-seq: 0.255
  switchingPower_w: 0.000271
  swShare: 0.275
min_path:
  hold_path.class: "in2async"
job:
  drv_cap: 0
  openroad.warnings: 45
-- worst max path at each step --
stage,start,endpoint,cells past startpoint
5_1_grt,first_num[1],uut1.out_cr[0]$_DFF_PP0_,12
4_1_cts,first_num[0],uut1.out_cr[0]$_DFF_PP0_,12
6_report,first_num[1],uut1.out_cr[0]$_DFF_PP0_,12
-- cell type report --
type                       instances  share of cell area
tap                               70              0.0615
sequential                         9               0.151
inverter                          11              0.0290
multi-input combinational         68               0.479
timing repair buffer              42               0.248
clock buffer                       4              0.0316
-- worst max-delay path, cell delays in order --
cell and delay, ns:
buf_6 0.10, xor2_2 0.17, ha_1 0.34, xnor2_2 0.15
ha_1 0.27, inv_1 0.04, a22oi_2 0.15, ha_1 0.25
nor2b_4 0.12, o21a_1 0.16, o21ai_1 0.12, nand2b_1 0.06
-- stage by stage --
stage / power (W) / utilization / worst slack [ns] / setup TNS, ns
after floorplan: 0.000481 / - / -0.535 / -0.555
after global routing: 0.00108 / 0.281 / -0.532 / -0.618
final: 0.000987 / 0.281 / -0.457 / -0.482
after CTS: 0.000967 / 0.271 / -0.531 / -0.531
after detailed placement: 0.000663 / 0.243 / -1.22 / -2.37
after global placement: 0.000659 / 0.243 / -1.18 / -2.29
-- power by group through the flow --
stage | sequential [W] | clock, W | combinational (W)
after CTS | 0.000252 | 0.000251 | 0.000464
after global routing | 0.000257 | 0.000267 | 0.000553
final | 0.000251 | 0.000243 | 0.000492
-- flip-flops by register name, summed over array words and instances, names as in the netlist --
register and flops:
uut1.correct_guess 2, uut4.result 2, uut2.cnt 3, uut2.newClk 1
uut1.out_cr 1
-- layout by cell type, fill, tap and decap left out, types with 2 or more instances in the layout --
cell type | Yosys | routed
buf_4 | 2 | 23
buf_6 | 0 | 4
clkbuf_8 | 0 | 3
clkdlybuf4s50_1 | 0 | 7
conb_1 | 2 | 3
dfrtp_1 | 7 | 7
dfxtp_1 | 2 | 2
dlygate4sd2_1 | 0 | 5
ha_1 | 15 | 11
ha_4 | 0 | 3
inv_1 | 11 | 9
inv_2 | 0 | 2
nand2_1 | 6 | 6
nand2b_1 | 3 | 3
nand3_1 | 3 | 2
nor2_1 | 5 | 4
o21ai_1 | 0 | 2
xnor2_1 | 13 | 7
xnor2_2 | 0 | 6
xor2_1 | 7 | 4
xor2_2 | 0 | 3
-- kinds of logic after synthesis --
logic type,after synthesis
muxes,2
other,2
DFF,9
and+or+nand+nor,19
buffers and inverters,14
AOI/OAI and AO/OA,9
xor gates and xnor gates,20
adders and majority gates,15
-- metal layers --
metal / global-route usage / up-vias / share of wire
met5: 0 / - / 0
met4: 0.00257 / 0 / 0.0030
met3: 0.0198 / 2 / 0.092
met2: 0.0594 / 22 / 0.40
met1: 0.0526 / 307 / 0.50
li1: - / 367 / -
-- what timing repair did --
item	in CTS	in global routing
setup endpoints to repair	3	3
pin swaps	19	13
setup buffers	3	1
resized	45	13
hold buffers	0	0
Power and IR drop assume default switching activity.
