`design.v`:
```
module pwm_generator(clk,data_in,low_write,high_write,pwm_out);
input clk;
input [15:0] data_in;
input low_write, high_write;
output reg pwm_out;
reg [15:0] low_time=0, high_time=0;
reg [15:0] currentData=0;
reg current_low=0,current_high=0;
reg turn=1;
integer counterL=0,counterH=0;
always @(posedge clk) begin
  if(currentData!=data_in || low_write!=current_low || high_write!=current_high)
  begin
    if(low_write==1'b1)
    begin
      low_time=data_in;
      counterL=data_in;
    end
    if(high_write==1'b1)
    begin
      high_time=data_in;
      counterH=data_in;
    end
    currentData=data_in;
    current_low=low_write;
    current_high=high_write;
  end
  if(turn==1 && counterH)
  begin
    pwm_out<=1;
    counterH=counterH-1;
    if(counterH==0)
    begin
      turn=0;
      counterL=low_time;
    end
  end
  else if(turn==0 && counterL)
  begin
    pwm_out<=0;
    counterL=counterL-1;
    if(counterL==0)
    begin
      turn=1;
      counterH=high_time;
    end
  end
end
endmodule
```
`run.sh`:
```
#!/bin/bash
# OpenROAD 26Q1-2900-gdf79404cd8, Yosys 0.63+post, stock flow scripts
make -C /OpenROAD-flow-scripts/flow DESIGN_CONFIG=/design/flow/config.mk WORK_HOME=/design/flow/orfs finish
```
`config.mk`:
```
export PLATFORM = sky130hd
export DESIGN_NAME = pwm_generator
export DESIGN_NICKNAME = pwm_generator
export VERILOG_FILES = /design/flow/design.v
export SDC_FILE = /design/flow/constraint.sdc
export NUM_CORES = 4
export LEC_CHECK = 1
export CORE_UTILIZATION = 40
```
`constraint.sdc`:
```
current_design pwm_generator

set clk_period 29.0
set clk_io_pct 0.2

create_clock -name clk0 -period $clk_period [get_ports {clk}]

set non_clock_inputs [all_inputs -no_clocks]
set_input_delay [expr $clk_period * $clk_io_pct] -clock clk0 $non_clock_inputs
set_output_delay [expr $clk_period * $clk_io_pct] -clock clk0 [all_outputs]
```
==> results.txt <==
Implementation numbers.

- The run finished with clean final reports.
- The total clock sinks reads 116.
- The most instantiated flip-flop cell in the synthesis netlist is sky130_fd_sc_hd__dfxtp_1.
- The combinational share of power reads 13.2%.
- The static leakage is roughly 3.3 nW.
- The highest net fanout along the worst path reads roughly 53.
- The post-synthesis chip area from yosys is 7680 um^2.
- The horizontal extent of the die is roughly 140 um.
- The wire length of the first global-routing pass is about 38 mm.
- The report lists the number of standard-cell rows as 50.
- The number of design-rule violations left by the first detailed-router iteration reads a little under 700.
- The total power divided by cell area is roughly 54 nW/um^2.
- Per the layout report, the design carries between 1.5k and 2k filler cells.
- The buffer_ports step reported a buffer count of 19.
- The synthesized area per cell reads 7.80 um^2.
- The critical path arrival is about 13,000 ps.
- The final estimated routing congestion in global placement reads about 0.94.
- The number of vias per cell is about 6.
- The category of the most critical setup path is in2reg.
- In this run the VDD rail shows a maximum IR drop of approximately 0.037 mV.
- The critical path startpoint reads data_in[12].
- The kind of launch point of the worst setup path reads an input pin.
- Setup repair after global routing left no endpoint under its margin.
- For this design, the CTS-stage hold fixing added 0 buffers.
- The master cell of the clock root buffer reads sky130_fd_sc_hd__clkbuf_16.
- The initial core utilization is roughly 40%.
- The number of antenna violations at the first check in global routing is 1.
- The detailed-route wire length is 23.7 mm.
- For this run, the detailed router's first-pass iteration total came to 5.
- The synthesized flop and latch total is around 120.
- The total DRC errors in the routed layout is 0.
- The largest buffer count on any clock path reads 2.
- The class of the tightest hold or removal check reads reg2reg.
- The share of synthesized area occupied by flip-flops and latches is 32.7%.
- For this run the aggregate overflow at the end of global routing stands at 0.
- The via count of the first global-routing pass reads 6,782.
- The relative max-transition margin is between 20% and 30%.
- The routed wire length per instance is ~20 um.
- Once the clock tree was built, the resizer swapped 0 gates to a different size.
- The final layout reports a setup TNS of 0 ps.
- The final-report max-slew violation count reads 0.
- Max-cap violations in this run came to 0.
- The fraction of layout cells with a size suffix above 1 is 8.68%.
- The flow reports an fmax of between 70 and 80 MHz.
- The total standard cell area after synthesis is a little under 8000 um^2.
- The y dimension of the die reads ~140 um.
- The launch point of the worst reg-to-reg path reads currentData[0].
- The setup check on the worst reg-to-reg path leaves a slack of approximately 22,000 ps.
- Measured on the finished design, the core utilization comes to around 46%.
- The clock-pin transition on the worst setup and hold timing paths reads roughly 60 ps.
- The number of buffers inserted during clock tree synthesis reads 17.
- The cell area after placement is between 7000 and 8000 um^2.
- The number of hold-slack violations in the final timing report is 0.
- The post-layout period usage of the worst path reads between 40% and 50%.
- The number of buffers inserted to repair setup after CTS is 0.
- The layout-stage area growth over the synthesis result reads 12.2%.
- The internal portion of the total power is between 300 and 400 uW.
- The final non-filler cell area is 8620 um^2.
- The nature of the critical path endpoint reads a flip-flop.
- The most critical setup path has its endpoint at counterH[26].
- The sequential cell fraction of total power reads about two fifths.
- The via count reads 7,384.
- Summed over all nets, the half-perimeter wirelength after detailed placement is around 16 mm.
- The I/O pin count is 20.
- The post-route worst hold slack is about 440 ps.
- The number of routed nets with antenna violations reads 0.
- The clock arrives with a little over 6 ps of skew.
- The endpoint of the most critical register-to-register path is counterH[26].
- The count of instantiated cells in the yosys netlist is a little under 1k.
- Global routing used between 20% and 30% of the available tracks across all layers.
- The tally of yosys warning messages reads 1.
- The switching part of the total power reads 27.0%.
- The switching component of the power is between 100 and 150 uW.
- Data on the critical path is required at its endpoint by 29,310 ps.
- The number of failing setup endpoints in the final timing report is 0.
- The distinct cell type count after synthesis reads 75.
- The slew at the pin closest to its max-slew limit reads between 1000 and 1500 ps.
- The number of enable-type register cells in the synthesized netlist is 19.
- The minimum period implied by the final worst setup slack reads between 10,000 and 15,000 ps.
- The largest net degree at the start of global routing is 57.
- The H-tree generated during clock tree synthesis spans 4 levels.
- The chip occupies slightly below 20,000 um^2.
- The clock tree from TritonCTS is yes.
- The fraction of registers with async set/reset reads 0%.
- The cell count of the worst reg-to-reg path is 19.
- The OpenROAD warning count is 28.
- The core region is roughly 19,000 um^2.
- The clock network accounts for between 40% and 50% of the total power.
- The clock latency reported for the late side of the worst-skew pair is roughly 420 ps.
- The synthesized instance count is ~990.
- The cell depth of the worst hold path reads 2.
[power by group through the flow]
stage / sequential, mW / clock, mW / combinational, mW
6_report: 0.184 / 0.222 / 0.0619
4_1_cts: 0.184 / 0.225 / 0.0612
5_1_grt: 0.185 / 0.233 / 0.0684
[worst min-delay path by stage]
stage | start | end | slack [ps]
final | low_time[4] | low_time[4] | 440
after global routing | low_time[4] | low_time[4] | 460
after CTS | high_time[1] | high_time[1] | 450
[cell type report]
cell class | instances | area [um^2] | area share (%)
Antenna cell | 1 | 2.50 | 0.0290
Clock buffer | 21 | 475 | 5.52
Clock inverter | 11 | 148 | 1.71
Inverter | 21 | 78.8 | 0.914
Multi-Input combinational cell | 777 | 4820 | 55.9
Sequential cell | 116 | 2510 | 29.1
Tap cell | 234 | 293 | 3.40
Timing Repair Buffer | 33 | 295 | 3.43
[stage by stage]
step | worst slack (ps) | power, mW | std cells
final | 16300 | 0.468 | 1214
after global routing | 15720 | 0.487 | 1213
after CTS | 16420 | 0.470 | 1213
after detailed placement | 16000 | 0.248 | 1181
after global placement | 16220 | 0.248 | 1181
after floorplan | 17490 | 0.229 | 985
[sequential cells by signal, summed over array words and instances (netlist names)]
name,count
counterL,32
counterH,32
high_time,16
current_high,1
pwm_out,1
turn,1
low_time,16
current_low,1
currentData,16
[synthesized netlist by cell type, types with 10 or more instances]
library cell / count / share of area, %
sky130_fd_sc_hd__xor2_1: 38 / 4.3
sky130_fd_sc_hd__nor2_1: 78 / 3.8
sky130_fd_sc_hd__xnor2_1: 18 / 2.1
sky130_fd_sc_hd__a32o_1: 15 / 2.0
sky130_fd_sc_hd__nor4_1: 28 / 2.3
sky130_fd_sc_hd__a21boi_0: 15 / 1.5
sky130_fd_sc_hd__a21oi_1: 25 / 1.6
sky130_fd_sc_hd__inv_1: 21 / 1.0
sky130_fd_sc_hd__o211ai_1: 15 / 1.5
sky130_fd_sc_hd__o21ai_1: 16 / 1.0
sky130_fd_sc_hd__or3_1: 19 / 1.5
sky130_fd_sc_hd__buf_1: 11 / 0.54
sky130_fd_sc_hd__and3_1: 13 / 1.1
sky130_fd_sc_hd__mux2_2: 10 / 1.5
sky130_fd_sc_hd__nand4_1: 18 / 1.5
sky130_fd_sc_hd__nand2_1: 180 / 8.8
sky130_fd_sc_hd__dfxtp_1: 97 / 25
sky130_fd_sc_hd__edfxtp_1: 19 / 7.4
sky130_fd_sc_hd__mux2i_1: 40 / 5.2
sky130_fd_sc_hd__clkbuf_1: 50 / 2.4
sky130_fd_sc_hd__nor3_1: 32 / 2.1
sky130_fd_sc_hd__o21ai_0: 40 / 2.6
sky130_fd_sc_hd__nand3_1: 29 / 1.9
sky130_fd_sc_hd__or4_1: 14 / 1.4
[layer usage]
layer | GRT usage, % | up-vias | routed length (um)
li1 | - | 3557 | -
met1 | 37.3 | 3525 | 10800
met2 | 36.7 | 254 | 10300
met3 | 5.71 | 48 | 1790
met4 | 7.95 | 0 | 771
met5 | 0 | - | 0
[cells by family (layout without fill, tap and decap cells)]
kind of cell | Yosys count | count (layout) | share of synthesized area, %
and+or+nand+nor | 454 | 454 | 29.0
buffers and inverters | 92 | 86 | 4.93
other | 0 | 1 | 0
xor gates and xnor gates | 56 | 56 | 6.38
AOI/OAI and AO/OA | 212 | 212 | 19.5
DFF | 116 | 116 | 32.7
muxes | 50 | 50 | 6.68
adders and majority gates | 5 | 5 | 0.814
[critical path, stage by stage]
cell and delay, ps:
sky130_fd_sc_hd__clkdlybuf4s50_1 760, sky130_fd_sc_hd__xor2_1 320, sky130_fd_sc_hd__nor4_1 450, sky130_fd_sc_hd__nand2_1 450, sky130_fd_sc_hd__o21a_2 320, sky130_fd_sc_hd__buf_4 300, sky130_fd_sc_hd__nand2_1 170, sky130_fd_sc_hd__a21boi_0 450
sky130_fd_sc_hd__ha_1 620, sky130_fd_sc_hd__nor3b_1 320, sky130_fd_sc_hd__nand4_1 240, sky130_fd_sc_hd__nor3_1 450, sky130_fd_sc_hd__xnor2_1 200, sky130_fd_sc_hd__nand3_1 100, sky130_fd_sc_hd__mux2i_1 220, sky130_fd_sc_hd__o221ai_1 190
sky130_fd_sc_hd__nor4_4 650, sky130_fd_sc_hd__buf_4 460, sky130_fd_sc_hd__nor2_2 170, sky130_fd_sc_hd__a32o_1 310
[placed cells by master (no fill, tap or decap), drive strengths merged, types with 13 or more instances in the layout]
cell           synthesis  routed
or3                   19      19
o211ai                15      15
edfxtp                19      19
nand3                 29      29
or4                   16      16
dfxtp                 97      97
clkbuf                50      21
clkdlybuf4s50          0      19
inv                   21      23
a21boi                16      16
buf                   21      14
nand2                180     180
xnor2                 18      18
mux2i                 40      40
nor3                  32      32
o21ai                 58      58
a21oi                 25      25
nor4                  31      31
and3                  13      13
a32o                  15      15
nand4                 18      18
xor2                  38      38
nor2                  80      80
Power is estimated from default activity; no workload was simulated.
